==> ./design.v <==
`timescale 1ns / 1ps
module async_fifo_top #(parameter WIDTH=8,DEPTH=32)(
    input [WIDTH-1:0] wr_data,
    input wr_en,wr_clk,wr_rst_n,
    output full,
    output [WIDTH-1:0]rd_data,
    input rd_en,rd_clk,rd_rst_n,
    output empty, 
    output reg [$clog2(DEPTH):0]ptr_w, ptr_r
    );
    localparam pointer=$clog2(DEPTH);
    wire [pointer:0]rd_ptr_wclk_gb,wr_ptr_rclk_gb;
    wire [pointer:0]wr_ptr_gray, rd_ptr_gray;
    wire [pointer:0] ff2_w, ff2_r,rd_ptr,wr_ptr ;
    wrptr_full write(.wr_clk(wr_clk),.wr_rst_n(wr_rst_n),.wr_en(wr_en),.rd_ptr_wclk(rd_ptr_wclk_gb),.full(full),.wr_ptr(wr_ptr));
    rdptr_empty read(.rd_clk(rd_clk),.rd_rst_n(rd_rst_n),.rd_en(rd_en),.wr_ptr_clk(wr_ptr_rclk_gb),.rd_ptr(rd_ptr),.empty(empty));
    fifo_mem mem(.wr_clk(wr_clk),.rd_clk(rd_clk),.wr_en(wr_en),.rd_en(rd_en),.full(full),.empty(empty),.wr_ptr(wr_ptr),
                .rd_ptr(rd_ptr),.wr_data(wr_data),.rd_data(rd_data));
    always@(*)begin
        ptr_w=wr_ptr;
        ptr_r=rd_ptr;
    end
    bg_converter bgw (.binary(wr_ptr),.gray(wr_ptr_gray));
    bg_converter bgr (.binary(rd_ptr),.gray(rd_ptr_gray));
    gb_converter gbw (.gray(ff2_w),.binary(rd_ptr_wclk_gb));
    gb_converter gbr (.gray(ff2_r),.binary(wr_ptr_rclk_gb));
    ff2_sync ff2_wside (.clk(wr_clk),.rst_n(wr_rst_n),.din(rd_ptr_gray),.q(ff2_w));
    ff2_sync ff2_rside (.clk(rd_clk),.rst_n(rd_rst_n),.din(wr_ptr_gray),.q(ff2_r));
endmodule
`timescale 1ns/1ps
module bg_converter #(parameter WIDTH=6)(
    input [WIDTH-1:0]binary,
    output reg [WIDTH-1:0]gray
);
    always@(*)begin
        gray[WIDTH-1]=binary[WIDTH-1];
        gray[WIDTH-2:0]=binary[WIDTH-1:1]^binary[WIDTH-2:0];
    end
endmodule
`timescale 1ns/1ps
module ff2_sync #(parameter WIDTH=6)(
    input clk,rst_n,
    input [WIDTH-1:0]din,
    output reg[WIDTH-1:0]q
);
    reg [WIDTH-1:0]qin;
    always@(posedge clk or negedge rst_n)begin
        if(!rst_n)
            q<=0;
        else begin
            qin<=din;
            q<=qin;
        end
    end
endmodule
`timescale 1ns / 1ps
module fifo_mem #(parameter WIDTH=8, DEPTH=32) (
    input wr_clk,wr_en,rd_en,full,empty,rd_clk,
    input [$clog2(DEPTH):0]wr_ptr,rd_ptr,
    input [WIDTH-1:0]wr_data,
    output reg [WIDTH-1:0]rd_data
    );
    wire [$clog2(DEPTH)-1:0]wr_addr, rd_addr;
    wire wr_en_mem,rd_en_mem;
    assign wr_addr=wr_ptr[$clog2(DEPTH)-1:0];
    assign rd_addr=rd_ptr[$clog2(DEPTH)-1:0];
    assign wr_en_mem=(wr_en)&(~full);
    assign rd_en_mem=(rd_en)&(~empty);
    reg [WIDTH-1:0]mem[0:DEPTH-1];
    always@(posedge wr_clk)begin
        if(wr_en_mem==1'b1)begin
            mem[wr_addr]<=wr_data;
        end
    end
    always@(posedge rd_clk)begin
        if(rd_en_mem==1'b1)begin
            rd_data<=mem[rd_addr];
        end
    end
endmodule
`timescale 1ns / 1ps
module gb_converter #(parameter WIDTH=6)(
    input [WIDTH-1:0]gray,
    output reg[WIDTH-1:0]binary
    );
    integer i;
    always@(*)begin
        binary[WIDTH-1]=gray[WIDTH-1];
        for(i=WIDTH-2;i>=0;i=i-1)begin
            binary[i]=binary[i+1]^gray[i];
        end
    end
endmodule
`timescale 1ns/1ps
module rdptr_empty #(parameter DEPTH=32)(
    input rd_clk,rd_rst_n,rd_en,
    input [$clog2(DEPTH):0]wr_ptr_clk,
    output  reg [$clog2(DEPTH):0]rd_ptr,
    output reg empty    
);
    localparam addr_depth=$clog2(DEPTH);
    wire [addr_depth:0]rd_ptr_int;   
    wire rd_empty;     
    assign rd_ptr_int = rd_ptr + (rd_en & ~ empty);
    assign rd_empty = (wr_ptr_clk==rd_ptr);
    always@(posedge rd_clk or negedge rd_rst_n)begin
        if(!rd_rst_n)begin
            empty<=1'b1;
            rd_ptr<=0;
        end
        else begin
            empty<=rd_empty;
            rd_ptr<=rd_ptr_int;
        end
    end
endmodule
`timescale 1ns/1ps
module wrptr_full #(parameter DEPTH=32)(
    input wr_clk,wr_rst_n,wr_en,
    input [$clog2(DEPTH):0]rd_ptr_wclk,
    output reg full,
    output reg [$clog2(DEPTH):0]wr_ptr
);
    localparam addr_depth=$clog2(DEPTH);
    wire[addr_depth:0]wr_ptr_int;
    wire wr_full;
    always@(posedge wr_clk or negedge wr_rst_n)begin
        if(!wr_rst_n)begin
            full<=0;
            wr_ptr<=0;
        end
        else begin
            full<=wr_full;
            wr_ptr<=wr_ptr_int;
        end
    end
    assign wr_ptr_int=wr_ptr + (wr_en & ~full); 
    assign wr_full=(wr_ptr[addr_depth-1:0]==rd_ptr_wclk[addr_depth-1:0]) && (wr_ptr[addr_depth]!=rd_ptr_wclk[addr_depth]);
endmodule
==> ./run.sh <==
#!/bin/bash
# OpenROAD 26Q1-2900-gdf79404cd8, Yosys 0.63+post, stock flow scripts
make -C /OpenROAD-flow-scripts/flow DESIGN_CONFIG=/design/flow/config.mk WORK_HOME=/design/flow/orfs finish
==> ./config.mk <==
export PLATFORM = sky130hd
export DESIGN_NAME = async_fifo_top
export DESIGN_NICKNAME = async_fifo_top
export VERILOG_FILES = /design/flow/design.v
export SDC_FILE = /design/flow/constraint.sdc
export NUM_CORES = 4
export LEC_CHECK = 1
export CORE_UTILIZATION = 50
==> ./constraint.sdc <==
current_design async_fifo_top

set clk_period 4.8
set clk_io_pct 0.2

create_clock -name clk0 -period $clk_period [get_ports {rd_clk}]
create_clock -name clk1 -period $clk_period [get_ports {wr_clk}]

set non_clock_inputs [all_inputs -no_clocks]
set_input_delay [expr $clk_period * $clk_io_pct] -clock clk0 $non_clock_inputs
set_output_delay [expr $clk_period * $clk_io_pct] -clock clk0 [all_outputs]
==> flow_summary_export.csv <==
group,metric,value,unit
synthesis,synth.distinct_cells,25,
route,wl,24100,µm
route,vias,5308,
synthesis,topCellsByArea,"edfxtp_1 71%, mux4_2 15%, dfrtp_1 5.3%",
final_timing,worst_slew_pin_slew,916,ps
critical_path,end_kind,"output port",
critical_path,critPathMaxFanout,38,
global_route,grt_start_max_net_pins,39,
place,port_buffers,34,
global_route,overflow,0,
finish,final_cell_mix,"276 x edfxtp_1, 80 x mux4_2, 34 x clkdlybuf4s50_1",
critical_path,critPathArrivalTime,2440,ps
synthesis,yosysSeqAreaShare,76.2,%
route,diodes,0,
clock_network,post_cts_buffers,0,
place,hpwlAfterDp,15100,µm
final_timing,skew,8.59,ps
synthesis,synth.top_cell.area_share,70.7,%
route,ant_nets,0,
critical_path,crit_type,"reg2out",
floorplan,dieArea,0.0241,mm²
floorplan,core,0.0228,mm²
min_path,hold_path.class,"reg2reg",
synthesis,syn-instance-count,524,
run,tool_warnings,32,
synthesis,ys_ff,302,
power_and_ir_drop,powerDensity,591,mW/mm²
power_and_ir_drop,power.leakage,4.44,nW
synthesis,netlist_area,0.0117,mm²
synthesis,ys_cells,524,
finish,lay_top_count,"edfxtp_1",
place,place.gp.congestion,0.866,
global_route,grt_pass1_vias,5921,
global_route,grtUsageTotal,24.0,%
global_route,grt_pass1_wl,36300,µm
route,vias_per_cell,5.68,
route,wire_per_inst,25.7,µm
final_timing,slew_headroom,38.7,%
synthesis,yosysTopAreaCell,"edfxtp_1",
run,maxCapViolations,0,
final_timing,timing.setup.tns,0,ps
synthesis,synth.yosys.warnings,7,
critical_path,startpoint_type,"flip-flop",
final_timing,slew_viol_final,0,
clock_network,clock-sinks,302,
finish,areaGrowthSynthToFinish,15.4,%
floorplan,num_rows,55,
final_timing,rsz0062_at_grt,"no",
status,status,"completed",
floorplan,die_x,155,µm
synthesis,syn_area_per_cell,22.4,µm²
synthesis,ys_chip_area,0.0117,mm²
floorplan,initCoreUtil,51.3,%
clock_network,post_cts_resized,0,
route,drc,0,
clock_network,cts_hold_buf,0,
critical_path,required,3840,ps
clock_network,cts_tree,"yes",
power_and_ir_drop,vdd_drop_max,351,µV
global_route,antenna_found_initial,0,
final_timing,final_hold_viol_count,0,
power_and_ir_drop,finalPower,8.00,mW
route,dr.pass1.iters,5,
route,drtIter0Drc,386,
finish,drive_above_1_share,26.5,%
floorplan,die_h,155,µm
floorplan,ios,36,
final_timing,setup_viol,0,
clock_network,clkTransAtPathRegs,70,ps
[report_power, final]
| group | total, mW | internal (mW) | switching [mW] |
|---|---|---|---|
| clock | 2.25 | 1.32 | 0.921 |
| sequential | 3.60 | 3.27 | 0.336 |
| combinational | 2.15 | 1.19 | 0.963 |
| total | 8.00 | 5.78 | 2.22 |
[final cells by class]
cell class / instances / area, µm²
Multi-Input combinational cell: 195 / 2640
Sequential cell: 302 / 8940
Timing Repair Buffer: 66 / 581
Inverter: 4 / 15.0
Fill cell: 1629 / 9320
Tap cell: 313 / 392
Clock inverter: 14 / 121
Clock buffer: 41 / 835
[logic make-up after synthesis]
logic type               after synthesis  share of synthesized area (%)
AND-OR/OR-AND                          3                          0.203
XOR/XNOR                              23                           1.97
adder cells (fa/ha/maj)               17                           1.81
buffers and inverters                 27                           1.23
flip-flops                           302                           76.2
multiplexers                          88                           16.1
AND/OR/NAND/NOR                       64                           2.41
[registers in the layout, summed over array words and instances, names as in the netlist]
register	cells
mem.mem	256
mem.rd_data	8
ff2_rside.q	6
ff2_rside.qin	6
ff2_wside.q	6
ff2_wside.qin	6
read.rd_ptr	6
write.wr_ptr	6
read.empty	1
write.full	1
[layer usage]
layer | GRT usage (%) | part of all wire, % | vias up
met5 | 0 | 0 | -
met4 | 3.58 | 1.6 | 0
met3 | 15.6 | 14 | 27
met2 | 32.9 | 47 | 282
met1 | 37.6 | 38 | 2702
li1 | - | - | 2297
[path summary, 6_finish.rpt]
path	from	endpoint	slack, ps	depth (start not counted)
setup / recovery	read.rd_ptr[1]	ptr_r[1]	1400	2
hold / removal	ff2_rside.qin[3]	ff2_rside.q[3]	350	0
setup reg to reg	read.rd_ptr[1]	mem.rd_data[6]	1530	4
hold reg to reg	ff2_rside.qin[3]	ff2_rside.q[3]	350	0
max in group clk1	wr_en	mem.mem[6][0]	1850	5
max in group asynchronous	rd_rst_n	read.empty	3500	2
min in group clk1	ff2_wside.qin[3]	ff2_wside.q[3]	350	0
min in group asynchronous	wr_rst_n	write.wr_ptr[5]	760	2
[synthesized netlist by cell type]
library cell    n
inv_1           4
buf_2           4
xnor2_1        11
nand2_1        12
nand2b_1        4
or3_1           5
mux2_2          8
nand3_1         7
buf_1           1
dfrtp_1        25
ha_1           17
dfstp_2         1
mux4_2         80
a21oi_1         1
clkbuf_1       12
xor2_1         10
buf_6           4
a221oi_1        1
nor2b_1         3
nor3b_1         1
buf_4           2
edfxtp_1      276
xor3_1          2
nor2_1         32
a222oi_1        1
[worst max-delay path, cell delays in order, from the launching register on]
cell and delay [ps]:
dfrtp_4 870, buf_4 700, clkdlybuf4s50_1 600
[stage by stage]
step	util (%)	hold WS (ps)	area, µm²	std cells	setup WS [ps]
after detailed placement	55.0	334	12600	880	1360
after CTS	59.2	349	13500	935	1270
after floorplan	-	331	11700	524	2410
after global routing	59.2	355	13500	935	1150
final	59.2	349	13500	935	1400
after global placement	55.0	332	12600	880	1380
